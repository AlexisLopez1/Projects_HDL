### flow/config.mk
export PLATFORM = sky130hd
export DESIGN_NAME = fsm_cc8_OH
export DESIGN_NICKNAME = fsm_cc8_OH
export VERILOG_FILES = /design/flow/design.v
export SDC_FILE = /design/flow/constraint.sdc
export NUM_CORES = 4
export LEC_CHECK = 1
export CORE_AREA = 10 10 75 75
export DIE_AREA = 0 0 85 85
### flow/constraint.sdc
current_design fsm_cc8_OH

set clk_period 2.6
set clk_io_pct 0.2

create_clock -name clk0 -period $clk_period [get_ports {clk}]

set non_clock_inputs [all_inputs -no_clocks]
set_input_delay [expr $clk_period * $clk_io_pct] -clock clk0 $non_clock_inputs
set_output_delay [expr $clk_period * $clk_io_pct] -clock clk0 [all_outputs]
### flow/design.v
module fsm_cc8_OH
(output reg y1, y2, y3,
input jmp, go, sk0, sk1, clk, rst_n);
parameter S0 = 0,
S1 = 1,
S2 = 2,
S3 = 3,
S4 = 4,
S5 = 5,
S6 = 6,
S7 = 7,
S8 = 8,
S9 = 9;
reg [9:0] state, next;
always @(posedge clk or negedge rst_n)
	if (!rst_n) begin
	state <= 0;
	state[S0] <= 1'b1;
	end
	else state <= next;
	always @(state or jmp or go or sk0 or sk1) begin
	next = 0;
case (1'b1)  
state[S0] : if (!go) next[S0]=1'b1;
else if (jmp) next[S3]=1'b1;
else next[S1]=1'b1;
state[S1] : if (jmp) next[S3]=1'b1;
else next[S2]=1'b1;
state[S2] : if (jmp) next[S3]=1'b1;
else next[S9]=1'b1;
state[S3] : if (jmp) next[S3]=1'b1;
else next[S4]=1'b1;
state[S4] : if (jmp) next[S3]=1'b1;
else if (sk0 && !jmp) next[S6]=1'b1;
else next[S5]=1'b1;
state[S5] : if (jmp) next[S3]=1'b1;
else if (!sk1 && !sk0 && !jmp) next[S6]=1'b1;
else if (!sk1 && sk0 && !jmp) next[S7]=1'b1;
else if ( sk1 && !sk0 && !jmp) next[S8]=1'b1;
else next[S9]=1'b1;
state[S6] : if (jmp) next[S3]=1'b1;
else if (go && !jmp) next[S7]=1'b1;
else next[S6]=1'b1;
state[S7] : if (jmp) next[S3]=1'b1;
else next[S8]=1'b1;
state[S8] : if (jmp) next[S3]=1'b1;
else next[S9]=1'b1;
state[S9] : if (jmp) next[S3]=1'b1;
else next[S0]=1'b1;
default next[S0]=1'b1;
endcase
end
always @(posedge clk or negedge rst_n)
if (!rst_n) begin
y1 <= 1'b0;
y2 <= 1'b0;
y3 <= 1'b0;
end
else begin
y1 <= 1'b0;
y2 <= 1'b0;
y3 <= 1'b0;
case (1'b1)
next[S0], next[S2], next[S4], next[S5] : ;  
next[S7] : y3 <= 1'b1;
next[S1] : y2 <= 1'b1;
next[S3] : begin
y1 <= 1'b1;
y2 <= 1'b1;
end
next[S8] : begin
y2 <= 1'b1;
y3 <= 1'b1;
end
next[S6], next[S9] : begin
y1 <= 1'b1;
y2 <= 1'b1;
y3 <= 1'b1;
end
default begin
		y1 <= 1'b0;
		y2 <= 1'b0;
		y3 <= 1'b0;
		end
endcase
end
endmodule
### flow/run.sh
#!/bin/bash
# OpenROAD 26Q1-2900-gdf79404cd8, Yosys 0.63+post, stock flow scripts
make -C /OpenROAD-flow-scripts/flow DESIGN_CONFIG=/design/flow/config.mk WORK_HOME=/design/flow/orfs finish
==> flow_summary.ini <==
; yosys + openroad results
[placement]
io_buffers = 8
post_dp_cell_area_um2 = 772
gp_congestion = 0.838
hpwlAfterDp_um = 1020

[run]
tool_warnings = 25
maxCapViolations = 0

[grt]
grt_pass1_vias = 497
grt_pass1_wl_um = 2540
antenna_found_initial = 0
grt_max_degree = 14
grt_usage_pct = 4.14
grt-ovfl-total = 0

[drt]
wl_per_cell_um = 12.3
drtAntennaViolNets = 0
dr.pass1.iters = 4
drc_errors = 0
vias_per_cell = 4.29
vias = 506
num_antenna_cells = 0
drt_wl_total_um = 1450
first_iter_violations = 100

[finish]
layout-drive-gt1-share_pct = 10.3
synthToLayoutAreaGrowth_pct = 27.8
fin_area_um2 = 817

[cts]
cts_inserted_buffers = 3
cts_resized = 0
cts_tree = yes
cts_buffer_depth = 2
cts_setup_buffers = 0
h-tree-depth = 1
hold_buffers = 0
cts_sinks = 13
clockRootBuffer = clkbuf_8
clk_latency_ns = 0.24
clkTransAtPathRegs_ns = 0.05

[worst_setup_path]
worstPathArrival_ns = 1.94
cp-startpoint = jmp
r2r_end = y2
r2r-start = state[3]
worst_ep_required_time_ns = 2.69
reg2reg_slack_ns = 0.99
end_kind = flip-flop
critPathKind = input pin to flip-flop
start_kind = input pin
critPathMaxFanout = 10
worst_r2r_path_depth = 4
crit_end = y3

[final_timing]
timing.setup.tns_ns = 0
finalClockPeriodUsage_pct = 71.4
clock_skew_ns = 0.000921
max_freq_mhz = 538
min_period_ns = 1.86
relSlewSlack_pct = 60.4
rsz0062_at_grt = no
final-setup-viol-count = 0
worst_slew_pin_slew_ns = 0.593
final_max_slew_viol_count = 0
hold_viol = 0

[logic_synthesis]
adder_share_pct = 0
ys_sh_simple_pct = 28.8
synth_cell_types = 30
ys_sh_mux_pct = 0
yosys_area_um2 = 639
yosysSeqAreaShare_pct = 51.1
synth_cells = 58
syn_area_um2 = 639
yosysWarnings = 1
aoi_share_pct = 14.9
xor_share_pct = 1.37
yosys-stat-cells = 58
syn_avg_cell_area_um2 = 11.0
top_logic_kind = simple AND/OR/NAND/NOR gates
synth-seq-cells = 13

[pwr]
clockPowerShare_pct = 26.8
p_seq_share_pct = 44.6
vdd.ir_drop.worst_v = 0.000156
power_density_nw_per_um2 = 788
sw_frac_of_total_pct = 28.7
p_switching_uw = 184
p_leak_nw = 0.374
p_int_uw = 459
combPwrFrac_pct = 28.6

[floorplanning]
die_height_um = 85
rows = 23
io_pins = 9
core_um2 = 4060
chipArea_um2 = 7230
die_width_um = 85
initCoreUtil_pct = 15.8

[outcome]
outcome = complete, no violations

[hold_path]
min_path_type = flip-flop to flip-flop
## sequential cells by signal, summed over array words and instances (netlist names)
| name | flops |
|---|---|
| state | 10 |
| y1 | 1 |
| y2 | 1 |
| y3 | 1 |
## cell usage after synthesis
cell      number  share of area [%]
nor3_2         1                1.6
o311ai_1       2                2.7
nor4_1         1               0.98
a21oi_1        1               0.78
a41o_1         1                1.6
nor4bb_1       1                1.6
o22ai_1        1               0.98
o211a_1        1                1.6
dfrtp_1       12                 47
and3_1         2                2.0
nor2b_1        2                2.0
a311oi_1       1                1.4
o311ai_2       1                2.5
dfstp_2        1                4.1
nand2_1        2                1.2
nor3_1         2                1.6
a211oi_1       1                1.2
nand3b_1       2                2.3
nor3b_1        3                3.5
nand3_1        2                1.6
or4b_1         1                1.6
o31a_1         1                1.4
buf_2          2                1.6
xor2_1         1                1.4
nor2_1         5                2.9
inv_1          4                2.3
o21ai_0        1               0.78
nand4b_1       1                1.4
and3b_1        1                1.4
nor4_4         1                3.3
## critical path, stage by stage
cell and delay [ns]:
clkdlybuf4s50_1 0.67, nor3b_1 0.10, o311ai_1 0.46, o311ai_1 0.18
## cell type report
class                   count  area [µm²]
inverters                   4        15.0
repair buffers              8        80.1
flip-flops and latches     13         327
fillers                   422        3240
well taps                  50        62.6
clock buffers               4        45.0
multi-input cells          39         288
## power groups by stage
stage         Clock [mW]  Sequential, mW  Combinational (mW)
CTS                0.180           0.286               0.186
global route       0.192           0.295               0.203
finish             0.173           0.287               0.184
## layer usage
layer / up-vias / part of all wire (%) / track usage [%]
met2: 13 / 42 / 5.79
met1: 255 / 50 / 5.78
li1: 236 / - / -
met4: 0 / 1.3 / 1.05
met5: - / 0 / 0
met3: 2 / 6.6 / 1.64
## cell usage in the layout, fill, tap and decap left out, drive strengths merged
cell / n
o31a: 1
nand3b: 2
a21oi: 1
a211oi: 1
o311ai: 3
nor2: 5
nand2: 2
inv: 4
a311oi: 1
nor3b: 3
nand4b: 1
o21ai: 1
or4b: 1
o22ai: 1
and3b: 1
clkdlybuf4s50: 8
dfstp: 1
and3: 2
nand3: 2
clkbuf: 4
nor4bb: 1
nor4: 2
nor3: 3
xor2: 1
nor2b: 2
o211a: 1
dfrtp: 12
a41o: 1
## stage by stage
stage	power [mW]	util, %	hold WS, ns	worst slack (ns)	instances
5_1_grt	0.691	20.1	0.538	0.631	118
3_3_place_gp	0.477	19.0	0.510	0.576	114
3_5_place_dp	0.473	19.0	0.515	0.521	114
2_1_floorplan	0.385	-	0.224	1.15	58
6_report	0.644	20.1	0.527	0.743	118
4_1_cts	0.653	20.1	0.527	0.740	118
## worst min-delay path by stage
stage                     from       end  slack, ns  depth (start not counted)
final                 state[9]  state[0]       0.53                          1
after global routing  state[9]  state[0]       0.54                          1
after CTS             state[9]  state[0]       0.53                          1
## cell families after synthesis
family | Yosys count
flops | 13
buf+inv | 6
xor+xnor | 1
compound gates | 11
simple gates | 27
No activity file was given, so power comes from the tool's default toggle rates.
