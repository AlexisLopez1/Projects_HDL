`/design/flow/run.sh`:
```
#!/bin/bash
# OpenROAD 26Q1-2900-gdf79404cd8, Yosys 0.63+post, stock flow scripts
make -C /OpenROAD-flow-scripts/flow DESIGN_CONFIG=/design/flow/config.mk WORK_HOME=/design/flow/orfs finish
```
`/design/flow/config.mk`:
```
export PLATFORM = sky130hd
export DESIGN_NAME = counter_wrapper_1s_RCO
export DESIGN_NICKNAME = counter_wrapper_1s_RCO
export VERILOG_FILES = /design/flow/design.v
export SDC_FILE = /design/flow/constraint.sdc
export NUM_CORES = 4
export LEC_CHECK = 1
export CORE_UTILIZATION = 50
```
`/design/flow/constraint.sdc`:
```
current_design counter_wrapper_1s_RCO

set clk_period 13.6
set clk_io_pct 0.2

create_clock -name clk0 -period $clk_period [get_ports {MAX10_CLK1_50}]

set non_clock_inputs [all_inputs -no_clocks]
set_input_delay [expr $clk_period * $clk_io_pct] -clock clk0 $non_clock_inputs
set_output_delay [expr $clk_period * $clk_io_pct] -clock clk0 [all_outputs]
```
`/design/flow/design.v`:
```
module cont_1s_RCO
	(
		input mclk, reset,
		output RCO   
  	);
  localparam CUENTA= 10000000;  
  integer conteo;
  wire w1; 
  always@ (negedge reset, posedge mclk)
	begin
	   if (reset == 1'b0 ) conteo <= 0;
	   else
				if (conteo == CUENTA) conteo <=0;  
				else conteo <= conteo + 1;
		end
	assign RCO = (conteo == CUENTA) ? 1'b1 : 1'b0 ;  
endmodule
module counter_simple
#(parameter WIDTH =8)
(
	Enable,
	Clk,
	Clr,
	Q,
	Q1,
	Q2,
	Q3,
	Q4,
	Q5
);
	input Enable  ;
	input Clk, Clr ;
	output reg [WIDTH-1:0] Q, Q1, Q2, Q3, Q4, Q5;
	reg [WIDTH-1:0] i;
	always @(negedge Clr, posedge Clk)
	begin
		if (Clr == 1'b0) begin
			Q <= 0;	
		end
		else if (Enable) begin
			Q <= Q + 1;
			if(Q == 4'b1001) begin
				Q <= 0;
				Q1 <= Q1 + 1;
				if(Q1 == 4'b0101) begin
					Q1 <= 0;
					Q2 <= Q2 + 1;
					if(Q2 == 4'b1001) begin
						Q2 <= 0;
						Q3 <= Q3 + 1;
						if(Q3 == 4'b0101) begin
							Q3 <= 0;
							Q4 <= Q4 + 1;
							if(Q4 == 4'b1001) begin
								Q4 <= 0;
								Q5 <= Q5 + 1;
								if(Q5 == 4'b0101) begin
									Q5 <= 0;
								end
							end
						end
					end
				end
			end
		end
	end
endmodule		
module counter_wrapper_1s_RCO (MAX10_CLK1_50, SW, HEX5, HEX4, HEX3, HEX2, HEX1, HEX0, LEDR);
	input   MAX10_CLK1_50;
	input  [0:0] SW ;
	output [0:6] HEX5, HEX4, HEX3, HEX2, HEX1, HEX0;
	output [9:0]		LEDR;
	parameter WIDTH = 4;
	wire Clock = MAX10_CLK1_50 ;
	wire Resetn = SW[0];
	wire Enable;
	wire [WIDTH-1:0] Count, Count1, Count2, Count3, Count4, Count5;
	 counter_simple # (.WIDTH(WIDTH)) counter (.Enable(Enable), .Clk(Clock), .Clr(Resetn), .Q(Count), .Q1(Count1), .Q2(Count2), .Q3(Count3), .Q4(Count4), .Q5(Count5));
	cont_1s_RCO Clk_1s_RCO ( .mclk(MAX10_CLK1_50), .reset(Resetn), .RCO(Enable) );   
	hex7seg digit0 (Count[3:0], HEX0);
	hex7seg digit1 (Count1[3:0], HEX1);
	hex7seg digit2 (Count2[3:0], HEX2);
	hex7seg digit3 (Count3[3:0], HEX3);
	hex7seg digit4 (Count4[3:0], HEX4);
	hex7seg digit5 (Count5[3:0], HEX5);
	assign LEDR ={Count,Enable,SW};   
endmodule
module hex7seg (hex, display);
	input [3:0] hex;
	output [0:6] display;
	reg [0:6] display;
	always @ (hex)
		case (hex)
			4'h0: display = 7'b0000001;
			4'h1: display = 7'b1001111;
			4'h2: display = 7'b0010010;
			4'h3: display = 7'b0000110;
			4'h4: display = 7'b1001100;
			4'h5: display = 7'b0100100;
			4'h6: display = 7'b0100000;
			4'h7: display = 7'b0001111;
			4'h8: display = 7'b0000000;
			4'h9: display = 7'b0000100;
			4'hA: display = 7'b0001000;
			4'hb: display = 7'b1100000;
			4'hC: display = 7'b0110001;
			4'hd: display = 7'b1000010;
			4'hE: display = 7'b0110000;
			4'hF: display = 7'b0111000;
		endcase
endmodule 
```
==> impl_metrics.toml <==
# synthesis and place-and-route metrics
[worst_setup_path]
arrival_ps = 4140
worstSetupStartpoint = "SW[0]"
crit_path_end_kind = "primary output"
required_ps = 10880
critPathMaxFanout = 39
crit_type = "input port to primary output"
startpoint_type = "input port"
crit-reg2reg-launch = "counter.Q[1]"

[detailed_routing]
final_antenna_net_count = 0
vias = 4300
top_layer = "met4"
totalWireLength_um = 11000
routed-wl-met2_um = 4910
wl_per_cell_um = 14.1
post_drt_via_cell_ratio = 5.51
met3WireLength_um = 517
first_pass_iters = 6
drc = 0
wl_met1_um = 5500
drt_iter0_markers = 228
antenna-diode-count = 0

[logic_synthesis]
yosys_warnings = 3
ys_ff = 91
yosys_most_used_dff = "dfrtp_1"
ys_async_sr_fraction_pct = 39.6
ys_seq_share_pct = 37.8
synth_area_mm2 = 0.00583
syn-instance-count = 589
ys_cells = 589
avgSynthCellArea_um2 = 9.90
yosysUniqueCellTypes = 70
enable_flop_cells = 20
ys_chip_area_mm2 = 0.00583

[floorplan]
core_util_floorplan_pct = 51.3
pin_count = 54
die_width_um = 110
coreArea_mm2 = 0.0114
dieArea_mm2 = 0.0121
dieHeight_um = 110
core.rowCount = 39

[final_layout]
fillers = 953
drive_above_1_share_pct = 8.79
fin_area_mm2 = 0.00670
syn2layout_area_growth_pct = 14.8

[run_status]
status = "finished, final reports clean"

[power_and_ir_drop]
p_per_area_mw_per_mm2 = 78.7
p_sw_w = 0.000109
p_seq_share_pct = 52.4
combPwrFrac_pct = 0.5
ir_drop_uv = 97.2
p_leak_nw = 2.88
p_int_w = 0.000418
p_clk_share_pct = 47.1
sw_frac_of_total_pct = 20.7

[place]
placed_area_mm2 = 0.00640
gp_congestion = 0.847
dpl.hpwl_um = 7650
port_buffers = 49

[clock_tree]
cts-buffers-inserted = 9
cts_tree = "built"
cts_sinks = 91
cts_setup_buffers = 0
htreeDepth = 3
clockBufferDepth = 2
hold_buffers = 0
clockRootBuffer = "clkbuf_16"
cts_resized = 0
clock_latency_ps = 350
cts.clk_slew.worst_paths_ps = 60

[final_timing]
slew_headroom_pct = 40.7
slew_viol_final = 0
finClkSkew_ps = 8.50
finalSetupTns_ps = 0
setup_viol = 0
hold_violations = 0
tightest_slew_ps = 864
max_freq_mhz = 146
post-route-min-period_ps = 6860
rsz0062_at_grt = "no"
fin_crit_sh_pct = 50.5

[grt]
grt_overflow = 0
grt_pass1_wl_um = 18900
antenna_found_initial = 0
grtUsageTotal_pct = 20.5
grt_pass1_vias = 3920
grt_max_degree = 40

[flow_run]
drv_cap = 0
warning_count = 57

[worst_hold_path]
hold_path.class = "flop to flop"
hp-start = "Clk_1s_RCO.conteo[13]"
## synth_stat cells, types with 7 or more instances
| cell type | count | share of area (%) |
|---|---|---|
| xor2_1 | 14 | 2.1 |
| nor3_1 | 10 | 0.86 |
| a21oi_1 | 14 | 1.2 |
| buf_2 | 8 | 0.69 |
| nand4_1 | 12 | 1.3 |
| xnor2_1 | 28 | 4.2 |
| dfxtp_1 | 35 | 12 |
| buf_4 | 10 | 1.3 |
| nand3_1 | 26 | 2.2 |
| mux2i_1 | 43 | 7.4 |
| nand2_1 | 35 | 2.3 |
| inv_1 | 39 | 2.5 |
| mux2_2 | 7 | 1.4 |
| dfrtp_1 | 36 | 15 |
| o31ai_1 | 10 | 1.3 |
| edfxtp_1 | 20 | 10 |
| o21ai_0 | 17 | 1.5 |
| o22ai_1 | 9 | 0.97 |
| nor2_1 | 52 | 3.3 |
| ha_1 | 49 | 11 |
| a21o_1 | 7 | 0.90 |
## kinds of logic (layout without fill, tap and decap cells)
kind of cell    Yosys count  in the layout  synth area share (%)
xor+xnor                 42             42                  6.31
compound gates           88             88                  10.4
other cells               1              4                0.0643
mux                      53             53                  9.64
flops                    91             91                  37.8
buf+inv                  67            112                  5.41
simple gates            198            198                  19.9
fa+ha+maj                49             49                  10.5
## per-layer routing
metal	track usage (%)	up-vias
li1	-	2175
met1	32.0	2026
met2	31.0	92
met3	4.79	7
met4	1.90	0
met5	0	-
## final cells by class
type / count / area (um^2) / area share [%]
Sequential cell: 91 / 2200 / 32.9
Multi-Input combinational cell: 434 / 3320 / 49.6
Tap cell: 143 / 179 / 2.67
Inverter: 39 / 146 / 2.19
Timing Repair Buffer: 57 / 551 / 8.22
Clock inverter: 7 / 68.8 / 1.03
Clock buffer: 9 / 225 / 3.36
## registers in the layout (all words and copies together), names as in the netlist, 7 cells and up
signal and count:
HEX2 7, Clk_1s_RCO.conteo 32, HEX1 7, HEX5 7, HEX4 7, HEX3 7
## power groups by stage
stage / sequential (W) / clock, W / combinational, W
final: 0.000276 / 0.000248 / 0.00000282
after global routing: 0.000276 / 0.000269 / 0.00000344
after CTS: 0.000276 / 0.000259 / 0.00000304
## worst paths after layout
check                      cells past startpoint                    end  slack, ps
setup / recovery                               3                LEDR[0]       6740
hold / removal                                 1  Clk_1s_RCO.conteo[13]        490
setup reg to reg                              10                HEX2[5]      10110
hold reg to reg                                1  Clk_1s_RCO.conteo[13]        490
max in group asynchronous                      2  Clk_1s_RCO.conteo[25]      10470
min in group asynchronous                      2   Clk_1s_RCO.conteo[9]       2800
## placed cells by master, fill, tap and decap left out, types with 14 or more instances in the layout
cell type,netlist,routed
xnor2_1,28,28
nor2_1,52,52
inv_1,39,39
mux2i_1,43,43
nand3_1,26,26
xor2_1,14,14
edfxtp_1,20,20
clkdlybuf4s50_1,0,49
dfxtp_1,35,35
a21oi_1,14,14
ha_1,49,49
dfrtp_1,36,36
nand2_1,35,35
o21ai_0,17,17
## critical path: stages
cell,delay [ps]
clkdlybuf4s50_1,450
buf_4,410
clkdlybuf4s50_1,550
## through the flow
stage               total power (W)  std cells  util (%)  hold slack [ps]  setup slack [ps]
floorplan                  0.000283        592         -              452              8060
global placement           0.000285        764      56.3              471              6700
detailed placement         0.000285        764      56.3              477              6690
CTS                        0.000538        780      58.9              495              6690
global route               0.000548        780      58.9              538              6610
finish                     0.000527        780      58.9              493              6740
Power figures rest on the tool's default switching activity, not on a simulated workload.
