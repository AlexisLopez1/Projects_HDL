==> design/flow/design.v <==
module counter_simple
#(parameter WIDTH =8)
(
	Enable,
	Clk,
	Clr,
	Q,
	Q1,
	Q2,
	Q3,
	Q4,
	Q5
);
	input Enable  ;
	input Clk, Clr ;
	output reg [WIDTH-1:0] Q, Q1, Q2, Q3, Q4, Q5;
	reg [WIDTH-1:0] i;
	always @(negedge Clr, posedge Clk)
	begin
		if (Clr == 1'b0) begin
			Q <= 0;	
		end
		else if (Enable) begin
			Q <= Q + 1;
			if(Q == 4'b1001) begin
				Q <= 0;
				Q1 <= Q1 + 1;
				if(Q1 == 4'b0101) begin
					Q1 <= 0;
					Q2 <= Q2 + 1;
					if(Q2 == 4'b1001) begin
						Q2 <= 0;
						Q3 <= Q3 + 1;
						if(Q3 == 4'b0101) begin
							Q3 <= 0;
							Q4 <= Q4 + 1;
							if(Q4 == 4'b1001) begin
								Q4 <= 0;
								Q5 <= Q5 + 1;
								if(Q5 == 4'b0101) begin
									Q5 <= 0;
								end
							end
						end
					end
				end
			end
		end
	end
endmodule		
module hex7seg (hex, display);
	input [3:0] hex;
	output [0:6] display;
	reg [0:6] display;
	always @ (hex)
		case (hex)
			4'h0: display = 7'b0000001;
			4'h1: display = 7'b1001111;
			4'h2: display = 7'b0010010;
			4'h3: display = 7'b0000110;
			4'h4: display = 7'b1001100;
			4'h5: display = 7'b0100100;
			4'h6: display = 7'b0100000;
			4'h7: display = 7'b0001111;
			4'h8: display = 7'b0000000;
			4'h9: display = 7'b0000100;
			4'hA: display = 7'b0001000;
			4'hb: display = 7'b1100000;
			4'hC: display = 7'b0110001;
			4'hd: display = 7'b1000010;
			4'hE: display = 7'b0110000;
			4'hF: display = 7'b0111000;
		endcase
endmodule 
module cont_1s
	(
		input mclk, reset,
		output reg SEGUNDO
  	);
  localparam CUENTA= 25000000;  
  integer conteo;
  wire w1; 
  always@ (negedge reset, posedge mclk)
	begin
	   if (reset == 1'b0 ) conteo <= 0;
	   else
				if (conteo == CUENTA) conteo <=0;  
				else conteo <= conteo + 1;
		end
	assign w1 = (conteo == CUENTA) ? 1'b1 : 1'b0 ;  
	always@(negedge reset, posedge mclk)
	begin
		if(reset == 1'b0) SEGUNDO <= 1'b0;
		else 
			if (w1) SEGUNDO <= ~(SEGUNDO);
			else    SEGUNDO <= SEGUNDO;
	end
	endmodule
module counter_wrapper_1s (MAX10_CLK1_50, SW, HEX1, HEX0, LEDR);
	input   MAX10_CLK1_50;
	input   [1:0] SW ;
	output  [0:6] HEX1, HEX0;
	output  [9:0]		LEDR;
	parameter WIDTH = 8;
	wire master_clk = MAX10_CLK1_50;
	wire Clock;
	wire Resetn = SW[0];
	wire Enable = SW[1];
	wire [WIDTH-1:0] Count;
	 counter_simple # (.WIDTH(WIDTH)) counter (.Enable(Enable), .Clk(Clock), .Clr(Resetn), .Q(Count));  
	cont_1s Clk_1s ( .mclk(master_clk), .reset(Resetn), .SEGUNDO(Clock));   
	hex7seg digit1 (Count[3:0], HEX0);
	hex7seg digit0 (Count[7:4], HEX1);
	assign LEDR ={Count,SW};   
endmodule
==> design/flow/run.sh <==
#!/bin/bash
# OpenROAD 26Q1-2900-gdf79404cd8, Yosys 0.63+post, stock flow scripts
make -C /OpenROAD-flow-scripts/flow DESIGN_CONFIG=/design/flow/config.mk WORK_HOME=/design/flow/orfs finish
==> design/flow/config.mk <==
export PLATFORM = sky130hd
export DESIGN_NAME = counter_wrapper_1s
export DESIGN_NICKNAME = counter_wrapper_1s
export VERILOG_FILES = /design/flow/design.v
export SDC_FILE = /design/flow/constraint.sdc
export NUM_CORES = 4
export LEC_CHECK = 1
export CORE_UTILIZATION = 40
==> design/flow/constraint.sdc <==
current_design counter_wrapper_1s

set clk_period 4.8
set clk_io_pct 0.2

create_clock -name clk0 -period $clk_period [get_ports {MAX10_CLK1_50}]

set non_clock_inputs [all_inputs -no_clocks]
set_input_delay [expr $clk_period * $clk_io_pct] -clock clk0 $non_clock_inputs
set_output_delay [expr $clk_period * $clk_io_pct] -clock clk0 [all_outputs]
==> notes.org <==
* Flow results

** Run status
- The run finished with clean final reports.

** Place
- Per the post-place timing report, worst setup slack is 1.64 ns.
- Final estimated routing congestion in global placement :: 0.857
- In this run the tool buffered the top-level ports with 26 buffer cells.
- Detailed placement finished with a half-perimeter wire length of 3.49 mm.

** Hold path
- Worst Hold Class :: reg2reg
- Hold path startpoint :: Clk_1s.conteo[0]$_DFF_PN0_
- End of the worst hold path :: Clk_1s.conteo[0]$_DFF_PN0_
- The report gives the cell count of the worst hold path as 1.

** Clock tree
- The clock reaches the later pin of the worst-skew pair after 0.28 ns.
- The registers of the reported paths see a clock transition of 0.06 ns.
- For this design, the CTS-stage hold fixing added 0 buffers.
- Buffers inserted during clock tree synthesis total 5.
- Buffer cell driving the clock tree root :: sky130_fd_sc_hd__clkbuf_8
- Maximum buffer depth of the clock tree :: 2
- Post-CTS Resized :: 0
- Setup Buffers After CTS :: 0
- The H-tree was split into 2 levels.
- TritonCTS built the clock tree.

** Synthesis
- Synth top area share :: 0.404
- Count of flip-flops with a built-in enable after synthesis :: 0
- Post-Syn Area per Cell :: 9.21 µm²
- Once synthesis finished, the tally of register bits stood at 41.
- Biggest area contributors in the synthesized netlist :: sky130_fd_sc_hd__dfrtp_1 (40%), sky130_fd_sc_hd__ha_1 (6.9%), sky130_fd_sc_hd__xnor2_1 (6.2%), sky130_fd_sc_hd__nand2_1 (4.3%), sky130_fd_sc_hd__o21ai_0 (3.5%)
- The number of different library cells used by synthesis comes to 43.
- Yosys printed 3 warnings.
- Sequential-to-total area share from yosys stat :: 0.404
- The number of cells reported by Yosys stat comes to 276.
- Among all flip-flop cells after synthesis, the most frequent one is sky130_fd_sc_hd__dfrtp_1.
- Ranking of synthesized cells by instance count :: sky130_fd_sc_hd__dfrtp_1 (41), sky130_fd_sc_hd__nand2_1 (29), sky130_fd_sc_hd__o21ai_0 (18), sky130_fd_sc_hd__xnor2_1 (18), sky130_fd_sc_hd__nand3_1 (15)
- Summed over all instances, the cell type with the most area after synthesis is sky130_fd_sc_hd__dfrtp_1.
- The synthesized netlist occupies a cell area of 2540 µm².
- In the synthesis report, Yosys lists the chip area as 2540 µm².
- Cells after synthesis :: 276
- Top-count cell post-synth :: sky130_fd_sc_hd__dfrtp_1
- Of all flip-flops after synthesis, the portion carrying an async set or reset was 1.00.

** Critical path
- R2R depth :: 5
- The timing report gives the biggest stage delay along the critical path as 0.68 ns.
- Kind of cell adding the most delay to the critical path :: buffers and inverters
- Crit path buffers/inverters :: 2
- For the worst reg-to-reg path, the startpoint reported by OpenROAD is Clk_1s.conteo[26]$_DFF_PN0_.
- The data required time reported for the critical path is 3.84 ns.
- Cell Chain, Critical Path :: clkdlybuf4s50_1 -> clkdlybuf4s50_1
- Data arrives at the worst endpoint at 2.19 ns.
- In this run the critical register-to-register path is captured at Clk_1s.SEGUNDO$_DFFE_PN0N_.
- Crit path kind :: in2out
- The setup check on the worst reg-to-reg path leaves a slack of 2.47 ns.
- The worst setup path is launched from an input port.
- STA classifies the critical path endpoint as an output pin.
- The most numerous cell type found on the critical path is sky130_fd_sc_hd__clkdlybuf4s50_1.
- Looking at the critical path, the highest net fanout was 13.
- Cell at the slowest stage of the critical path :: sky130_fd_sc_hd__clkdlybuf4s50_1

** Timing
- Relative slew margins :: 0.421
- Setup slack after layout :: 1.65 ns
- Per the timing report, the achievable frequency comes out to 318 MHz.
- Final period util :: 0.656
- Total of endpoints with negative setup slack in the final report :: 0
- Per the final timing report, the hold violations number 0.
- Looking at the max-slew report, the worst-margin pin has a slew of 0.862 ns.
- Endpoints left unconstrained :: 30
- The final timing report lists a max-slew violation count of 0.
- Across the routed clock network, the largest skew measured is 0.00390 ns.
- Total negative setup slack :: 0 ns
- The timer found 8 register pins that no clock reaches; their paths are not timed.
- Hold timing on the final database bottoms out at a slack of 0.474 ns.
- Final period demand of the worst path :: 3.15 ns
- Setup repair after global routing left no endpoint under its margin.

** Die
- I/O Pins :: 27
- Die Ht :: 81.7 µm
- According to the floorplan report, the placeable core area is 6030 µm².
- At the floorplan stage, the core utilization is reported as 0.422.
- Die x size :: 81.7 µm
- The floorplan has 28 rows.
- Chip footprint :: 6680 µm²

** GRT
- Total global routing track utilization :: 0.166
- Largest net degree at the start of global routing :: 43
- The initial antenna violation count was 0.
- The number of global-route vias before repair is 1771.
- Overflow left after global routing :: 0
- The first global-routing pass estimated 8.43 mm of wire.

** Pwr
- The highest supply drop recorded on VDD is 0.000151 V.
- Overall Power :: 0.498 mW
- Dividing total power by cell area gives a power density of 170 nW/µm².
- The script extracted a total leakage power of 1.25 nW.

** Flow run
- Tool Warnings :: 36
- In this run the maximum-capacitance check reported violations numbering 0.

** Routing
- Total wirelength of the detailed-routed design :: 4.86 mm
- Per the detail_route report, routed wire per instance is 13.1 µm.
- Remaining number of nets flagged by the antenna check after routing :: 0
- The script parses the final routing iteration and logs DRC violations as 0.
- Count of antenna diodes in the layout :: 0
- After detailed routing, the number of vias per cell comes to 5.32.
- Detailed-routing iteration count for the pre-antenna-repair pass :: 4
- The first routing iteration left 98 violations.
- Overall via count from detail_route :: 1979

** Layout
- Ratio of cells with drive above 1 in the final layout :: 0.0707
- In this run the layout overhead on the synthesized area is reported as 15.2%.
-- how the worst max path moves through the flow --
| stage | from | end | cells after the start |
|---|---|---|---|
| 6_report | SW[1] | LEDR[1] | 2 |
| 5_1_grt | SW[1] | LEDR[1] | 2 |
| 4_1_cts | SW[1] | LEDR[1] | 2 |
-- report_power, final --
group,internal (mW),total (mW),switching (mW)
Clock,0.114,0.208,0.0944
Combinational,0.00347,0.0118,0.00829
Sequential,0.278,0.278,0
Total,0.395,0.498,0.103
-- routing by layer --
metal | routed length [µm] | vias to the layer above | GRT usage | share of wire
li1 | - | 1026 | - | -
met1 | 2610 | 908 | 0.280 | 0.54
met2 | 2020 | 41 | 0.239 | 0.42
met3 | 197 | 4 | 0.0293 | 0.041
met4 | 33 | 0 | 0.0123 | 0.0068
met5 | 0 | - | 0 | 0
-- sequential cells by signal, indices dropped and copies added (netlist names) --
signal,flops
counter.Q,8
Clk_1s.conteo,32
Clk_1s.SEGUNDO,1
-- kinds of logic after synthesis --
| group | Yosys count | synth area share |
|---|---|---|
| AND-OR/OR-AND | 47 | 0.109 |
| multiplexers | 5 | 0.0212 |
| adder cells (fa/ha/maj) | 14 | 0.0689 |
| flip-flops | 41 | 0.404 |
| AND/OR/NAND/NOR | 120 | 0.271 |
| buffers and inverters | 24 | 0.0399 |
| XOR/XNOR | 25 | 0.0862 |
-- cell type report --
class                   count  area, µm²
clock buffers               7       86.3
fillers                   563       3100
inverters                  10       37.5
multi-input cells         211       1410
flip-flops and latches     41       1030
well taps                  75       93.8
repair buffers             28        270
-- through the flow --
stage	cells	utilization	area, µm²
2_1_floorplan	276	-	2540
3_5_place_dp	365	0.472	2840
6_report	372	0.486	2930
4_1_cts	372	0.486	2930
5_1_grt	372	0.486	2930
3_3_place_gp	365	0.472	2840
-- layout by cell type, fill, tap and decap left out, drive strengths merged, types with 2 or more instances in the layout --
master	n
nand3b	2
nor4b	4
nor4	4
o21a	3
clkdlybuf4s50	25
or3	5
ha	14
or4	2
buf	3
nor3	3
nand3	15
a21oi	14
nor2	12
o21ai	18
and4	4
a31o	3
and2	3
mux2i	2
o211ai	3
dfrtp	41
inv	10
and3	13
nand2	29
xnor2	18
nand2b	5
nor2b	2
xor2	7
mux2	3
a21o	2
clkbuf	7
nand4	14
Power is estimated from default activity; no workload was simulated.
